**config.mk**
```make
export PLATFORM = sky130hd
export DESIGN_NAME = decoder5_32
export DESIGN_NICKNAME = decoder5_32
export VERILOG_FILES = /design/flow/design.v
export SDC_FILE = /design/flow/constraint.sdc
export NUM_CORES = 4
export LEC_CHECK = 1
export CORE_AREA = 10 10 70 70
export DIE_AREA = 0 0 80 80
```
**run.sh**
```bash
#!/bin/bash
# OpenROAD 26Q1-2900-gdf79404cd8, Yosys 0.63+post, stock flow scripts
make -C /OpenROAD-flow-scripts/flow DESIGN_CONFIG=/design/flow/config.mk WORK_HOME=/design/flow/orfs finish
```
**constraint.sdc**
```tcl
current_design decoder5_32

set clk_period 2.2
set clk_io_pct 0.2

create_clock -name clk0 -period $clk_period

set non_clock_inputs [all_inputs -no_clocks]
set_input_delay [expr $clk_period * $clk_io_pct] -clock clk0 $non_clock_inputs
set_output_delay [expr $clk_period * $clk_io_pct] -clock clk0 [all_outputs]
```
**design.v**
```verilog
module decoder2_4(in,out,enable);
	input logic  [1:0] in;
	input logic enable;
	output logic [3:0] out; 
	logic a, b, ia, ib;
	assign a = in[1];
	assign b = in[0];
	not n1 (ia, a);
	not n2 (ib, b);
	and a1 (out[0],ia,ib,enable);
	and a2 (out[1],ia,b,enable);
	and a3 (out[2],a,ib,enable);
	and a4 (out[3], a,b,enable);
endmodule 
module decoder3_8 (in, out, enable);
	input logic [2:0] in;
	input logic enable;
	output logic [7:0] out;
	logic c,ic,temp1,temp2;
	assign c = in[2];
	not n1(ic,c);
	and a1(temp1,enable,c);
	and a2(temp2,enable,ic);
	decoder2_4 d1(in[1:0],out[7:4],temp1);
	decoder2_4 d2(in[1:0],out[3:0],temp2);
endmodule
module decoder5_32(in,out, enable);
	input logic [4:0]in;
	input logic enable;
	output logic [31:0] out;
	logic [3:0]d;
	decoder2_4 d1(in[4:3],d,enable);
	decoder3_8 d2(in[2:0],out[7:0],d[0]);	
	decoder3_8 d3(in[2:0],out[15:8],d[1]);
	decoder3_8 d4(in[2:0],out[23:16],d[2]);
	decoder3_8 d5(in[2:0],out[31:24],d[3]);
endmodule
```
==> impl_metrics.csv <==
group,metric,value,unit
placed_design,port_buffers,38,
worst_setup_path,worstSetupPathType,"primary input to output port",
placed_design,gp_congestion,0.721,
global_route,grt_pass1_vias,445,
final_timing,hold_viol,0,
die,num_rows,21,
detailed_routing,drcViolationCount,0,
pwr,p_int,37.0,uW
global_route,overflow,0,
cells_and_area,final_util,0.237,
worst_setup_path,crit_chain,"dlygate4sd2_1 > buf_6 > nand4b_1 > nor2_1 > clkdlybuf4s50_1",
pwr,seq_power_share,0,
detailed_routing,dr.pass1.iters,3,
worst_setup_path,crit_fanout,7,
die,fp.dieW,80,um
placed_design,place_inst,132,
cells_and_area,drive_gt1_frac,0.256,
worst_setup_path,cp-start-kind,"primary input",
final_timing,slew_headroom,0.852,
worst_setup_path,crit_path_end_kind,"output port",
run,warnings,33,
detailed_routing,via_per_inst,3.58,
worst_setup_path,crit_path_max_incr_delay,480,ps
final_timing,worst_slack,43.0,ps
final_timing,fmax,464,MHz
final_timing,rsz0062_at_grt,"yes",
yosys,netlist_instances,47,
worst_hold_path,hold_depth,5,
pwr,worst_ir_drop_vdd,0.0194,mV
final_timing,fin_crit,2160,ps
yosys,syn_area,236,um2
worst_setup_path,cp_slowest_cell,"clkdlybuf4s50_1",
die,pin_count,38,
status,outcome,"completed",
yosys,yosys_cells,47,
placed_design,place_area,693,um2
placed_design,hpwl,1.33,mm
yosys,synth_chip_area,236,um2
final_timing,finalMaxSlewViolations,0,
detailed_routing,drt-initial-drc-count,4,
die,coreArea,3420,um2
run,drv_cap,0,
final_timing,hold_ws,1490,ps
cells_and_area,nClkBuffers,0,
die,initial_core_util,0.0692,
die,die_y,80,um
pwr,p_comb_frac,1.000,
detailed_routing,vias,487,
pwr,power,69.8,uW
global_route,grt_start_max_net_pins,9,
pwr,power.density,86.3,nW/um2
global_route,gr-usage-all-layers,0.0473,
cts,postCtsHoldBufs,0,
die,dieArea,6400,um2
yosys,yosys_warnings,0,
worst_setup_path,worstPathRequired,1760,ps
final_timing,tns,0,ps
worst_hold_path,hp-class,"primary input to output port",
cells_and_area,syn_to_final_growth,242,%
detailed_routing,antenna_cells,0,
pwr,switching_share,0.469,
cells_and_area,seq_cells,0,
final_timing,setup_viol,0,
final_timing,period_used_share,0.980,
yosys,synth.distinct_cells,10,
global_route,antenna_found_initial,0,
worst_setup_path,worst_ep_arrival_time,1720,ps
pwr,clkPwrFrac,0,
cells_and_area,instances_no_fill,136,
detailed_routing,wl_per_cell,12.5,um
cells_and_area,regArea,0,um2
pwr,netSwitchingPower,32.8,uW
placed_design,post-place-ws,-257,ps
global_route,grt_pass1_wl,2.43,mm
yosys,synth_area_per_cell,5.03,um2
detailed_routing,drtAntennaViolNets,0,
detailed_routing,drt_wl_total,1.71,mm
final_timing,worst_pin_slew,221,ps
yosys,ys_seq_frac,0,
cells_and_area,design_area,808,um2
pwr,p_leak,0.419,nW
==> synthesized netlist by cell type <==
cell type / count / area share
nand2_1: 1 / 0.016
nand4_1: 1 / 0.026
nor2_2: 1 / 0.026
nand4bb_1: 3 / 0.14
or2_2: 1 / 0.026
nand2b_1: 2 / 0.053
or4b_4: 1 / 0.058
nor2_1: 31 / 0.49
clkbuf_1: 3 / 0.048
nand4b_1: 3 / 0.11
==> power groups by stage <==
stage         clock network (mW)  logic [mW]  registers (mW)
finish                         0      0.0698               0
global route                   0      0.0764               0
CTS                            0      0.0621               0
==> worst max-delay path, delay by kind of cell <==
kind	cells	cell delay, ps
buffers and inverters	3	860
and+or+nand+nor	2	410
==> final timing paths <==
kind                   from      end  slack [ps]
worst max-delay path  in[1]  out[25]          40
worst min-delay path  in[0]  out[20]        1490
==> logic make-up (layout without fill, tap and decap cells) <==
group | count (synthesis) | count (layout) | synth area share
buffers and inverters | 3 | 46 | 0.0476
and+or+nand+nor | 44 | 44 | 0.952
==> layout by cell type (no fill, tap or decap) <==
cell / n
buf_2: 2
nand4bb_4: 3
nor2_2: 5
or4b_4: 1
or2_4: 1
nand4_1: 1
clkdlybuf4s50_1: 20
nor2_1: 27
nand2b_2: 1
dlygate4sd2_1: 8
nand2b_4: 1
nand2_2: 1
buf_6: 3
buf_4: 5
nand4b_1: 3
dlymetal6s2s_1: 8
==> routing by layer <==
layer / vias to the layer above / track usage / routed length (um)
met5: - / 0 / 0
met1: 217 / 0.0613 / 756
li1: 242 / - / -
met3: 0 / 0.0216 / 272
met4: 0 / 0 / 0
met2: 28 / 0.0746 / 676
==> final cells by class <==
| type | instances | area (um2) |
|---|---|---|
| multi-input cells | 44 | 299 |
| repair buffers | 46 | 452 |
| fillers | 376 | 2610 |
| well taps | 46 | 57.6 |
==> timing repair <==
action	4_1_cts	5_1_grt
endpoints found under the setup margin	32	18
setup buffers	1	3
pin swaps	8	11
hold endpoints to repair	0	0
gates resized	23	15
gates cloned	0	0
Power is estimated from default activity; no workload was simulated.
